[./run.sh]
#!/bin/bash
# OpenROAD 26Q1-2900-gdf79404cd8, Yosys 0.63+post, stock flow scripts
make -C /OpenROAD-flow-scripts/flow DESIGN_CONFIG=/design/flow/config.mk WORK_HOME=/design/flow/orfs finish
[./design.v]
module mux2x64(input logic [63:0]A, input logic [63:0]B, input logic sel, output logic [63:0]out);
always_comb begin
	if(~sel) out = A;
	else out = B;
end
endmodule 
[./constraint.sdc]
current_design mux2x64

set clk_period 1.0
set clk_io_pct 0.2

create_clock -name clk0 -period $clk_period

set non_clock_inputs [all_inputs -no_clocks]
set_input_delay [expr $clk_period * $clk_io_pct] -clock clk0 $non_clock_inputs
set_output_delay [expr $clk_period * $clk_io_pct] -clock clk0 [all_outputs]
[./config.mk]
export PLATFORM = sky130hd
export DESIGN_NAME = mux2x64
export DESIGN_NICKNAME = mux2x64
export VERILOG_FILES = /design/flow/design.v
export SDC_FILE = /design/flow/constraint.sdc
export NUM_CORES = 4
export LEC_CHECK = 1
export CORE_AREA = 10 10 84 84
export DIE_AREA = 0 0 94 94
==> results.tsv <==
stage	metric	value	unit
critical_path	path_buffers	4	
logic_synthesis	synth_cell_type_count	4	
critical_path	cp-start-kind	input pin	
critical_path	crit_slowest_cell	mux2_4	
floorplan	chipArea	8840	um^2
logic_synthesis	yosys_warnings	1	
global_route	grt_overflow	0	
timing	rsz0062_at_grt	true	
status	violations	setup timing	
floorplan	rows	26	
critical_path	cp-end-kind	primary output	
routing	wirelength	6920	um
timing	setup_tns	-6.42	ns
power	power_density	407	nW/um^2
status	status	finished, violations left	
global_route	grt_pass1_vias	1507	
logic_synthesis	ys_top_cells_by_area	mux2_4 84%, buf_12 11%, mux2_2 4.2%	
logic_synthesis	synth_stat.cells	71	
logic_synthesis	top_area_cell	mux2_4	
placement	post-place-ws	-0.541	ns
logic_synthesis	synth-adder-area-share	0	%
logic_synthesis	synthAoiAreaFrac	0	%
global_route	grtUsageTotal	13.8	%
final_layout	combGateArea	957	um^2
final_layout	flop_area	0	um^2
critical_path	critical_path_required	0.80	ns
critical_path	path_cells	buf_16 -> buf_16 -> buf_12 -> mux2_4 -> buf_2	
critical_path	arrival	0.99	ns
placement	placedInstanceArea	3040	um^2
floorplan	die_height	94	um
logic_synthesis	ys_seq_share	0	%
logic_synthesis	syn_area	1080	um^2
floorplan	initCoreUtil	20.7	%
final_layout	syn2layout_area_growth	192	%
critical_path	criticalPathCategory	in -> out	
final_layout	final_area	3150	um^2
timing	tightest_slew	0.0909	ns
logic_synthesis	yosys.area_share.simple	0	%
routing	drcViolationCount	0	
routing	wl_per_cell	20.4	um
routing	ant_nets	0	
final_layout	fin_util	60.4	%
critical_path	max_stage_delay	0.28	ns
timing	setup_viol	64	
critical_path	crit_family	buffers and inverters	
routing	top_layer	met3	
floorplan	die_w	94	um
logic_synthesis	synth_top_area_share	83.6	%
timing	finalClockPeriodUsage	119	%
floorplan	io_pins	193	
logic_synthesis	avgSynthCellArea	15.2	um^2
timing	hold_viol	0	
logic_synthesis	ys_sh_mux	87.8	%
placement	routabilityCongestion	0.823	
logic_synthesis	ys_sh_xor	0	%
routing	wl_met3	730	um
logic_synthesis	synth_cells	71	
clock_tree	cts_hold_buf	0	
logic_synthesis	logic_family	multiplexers	
global_route	grt_first_pass_wirelength	9240	um
final_layout	nClkBuffers	0	
timing	drv_slew	0	
routing	wl_met2	4030	um
timing	holdWs	0.698	ns
min_path	hp-class	in -> out	
routing	vias	1322	
placement	post-dp-hpwl	6070	um
final_layout	drive_gt1_share	52.4	%
power	leakage	0.00174	uW
timing	postLayoutSetupSlackWorst	-0.186	ns
global_route	grt_max_degree	11	
critical_path	cpMostUsedCell	buf_16	
power	peakVddDrop	168	uV
routing	via_per_inst	3.90	
floorplan	core	5200	um^2
run	cap_violations	0	
timing	max_freq	0.843	GHz
placement	io_buffers	193	
routing	dr.pass1.iters	2	
global_route	antenna_found_initial	0	
timing	post-route-min-period	1.19	ns
timing	slew_headroom	93.9	%
routing	drt_first_iter_violations	14	
routing	wl_met1	2170	um
routing	n_antenna_cell	0	
final_layout	fill_cells	493	
final_layout	design.seq.count	0	
run	tool_warnings	35	
critical_path	crit_fanout	5	
logic_synthesis	yosysChipArea	1080	um^2
power breakdown:
group,internal (uW),switching [uW]
sequential,0,0
clock,0,0
combinational,980,300
cell families after synthesis:
family / count (synthesis)
multiplexers: 64
buffers and inverters: 7
area by class of cell:
cell class	count	area share [%]
Tap cell	70	2.78
Timing Repair Buffer	205	66.8
Multi-Input combinational cell	64	30.4
cell usage after synthesis:
master / number
mux2_4: 60
buf_12: 6
mux2_2: 4
buf_6: 1
final timing paths:
kind                  depth (start not counted)       to  slack [ns]  from
worst min-delay path                          3   out[0]        0.70  B[0]
worst max-delay path                          5  out[17]       -0.19   sel
repair_timing:
| item | 4_1_cts | 5_1_grt |
|---|---|---|
| buffers inserted | 1 | 0 |
| gates resized | 368 | 24 |
| pin swaps | 0 | 0 |
| setup endpoints to repair | 64 | 64 |
| cloned | 4 | 3 |
metal layers:
metal | global-route usage [%] | up-vias
met5 | 0 | -
met4 | 0.380 | 0
met3 | 5.90 | 0
met2 | 27.8 | 77
met1 | 13.0 | 572
li1 | - | 673
through the flow:
step / cells / total power (uW)
5_1_grt: 339 / 1360
3_3_place_gp: 331 / 1340
4_1_cts: 336 / 1220
6_report: 339 / 1280
2_1_floorplan: 71 / 408
3_5_place_dp: 331 / 1340
layout by cell type, fill, tap and decap left out:
cell	count
buf_12	5
dlygate4sd2_1	118
dlymetal6s2s_1	6
buf_2	11
clkdlybuf4s50_1	4
clkbuf_16	3
buf_6	51
mux2_2	1
clkbuf_2	2
buf_16	5
mux2_4	63
Power figures rest on the tool's default switching activity, not on a simulated workload.
