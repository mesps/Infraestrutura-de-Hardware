[config.mk]
export PLATFORM = sky130hd
export DESIGN_NAME = mux4x64
export DESIGN_NICKNAME = mux4x64
export VERILOG_FILES = /design/flow/design.v
export SDC_FILE = /design/flow/constraint.sdc
export NUM_CORES = 4
export LEC_CHECK = 1
export CORE_AREA = 10 10 131 131
export DIE_AREA = 0 0 141 141
[constraint.sdc]
current_design mux4x64

set clk_period 1.0
set clk_io_pct 0.2

create_clock -name clk0 -period $clk_period

set non_clock_inputs [all_inputs -no_clocks]
set_input_delay [expr $clk_period * $clk_io_pct] -clock clk0 $non_clock_inputs
set_output_delay [expr $clk_period * $clk_io_pct] -clock clk0 [all_outputs]
[design.v]
module mux4x64(input logic [63:0]A, 
		input logic [63:0]B,
		input logic [63:0]C,
		input logic [63:0]D,
		input logic [1:0]sel,
		output logic [63:0]out);
always_comb begin
	case(sel) 
		2'b00: out = A;
		2'b01: out = B;
		2'b10: out = C;
		2'b11: out = D;
		default: out = 64'bx;
	endcase
end
endmodule
[run.sh]
#!/bin/bash
# OpenROAD 26Q1-2900-gdf79404cd8, Yosys 0.63+post, stock flow scripts
make -C /OpenROAD-flow-scripts/flow DESIGN_CONFIG=/design/flow/config.mk WORK_HOME=/design/flow/orfs finish
==> run notes <==
run metrics: status=complete, but fails checks, failing checks=negative setup slack, Crit-path slowest cell=mux4_2, Critical Path Start Type=primary input, length of routed met2 wiring=slightly above 7000 um, Final Cell Area=~5000 sq um, vias after detailed routing=between 2000 and 3000, DRC=0, Synth cell types=6, first drt pass iteration count=4, Max Used Layer=met5, # hold bufs at CTS=0, Flop Count=0, Max-Cap Viols=0, Max IR drop VDD=approximately 120 uV, Worst Path Arrival=1.25 ns, antenna violations before repair=3, CP Cell Sequence=buf_16 -> buf_6 -> buf_8 -> mux4_2 -> buf_2, Post-synth seq share=0, chip area=~20000 sq um, final WL=between 10000 and 15000 um, pwr dens=about 380 nW/um^2, floorplan row count=between 40 and 50, IO Count=322, Avg WL per Cell=roughly 22 um, post-DP HPWL=roughly 12000 um, dpl cells=578, CP Buf/Inv Count=4, Hold Vio Cnt, Final=0, Least-Margin Pin Slew=~0.2 ns, largest area contributor in the netlist=mux4_2, met1 WL=around 4700 um, crit path kind=in -> out, Area Overhead vs Synth=213.0%, Core ar.=14420 sq um, largest net degree at the start of global routing=34, Final period util=1.453, IO Port Bufs=approximately 320, final max-slew violation count=0, first-pass GRT wire length=19500 um, PnR worst setup slack=-0.4534 ns, Die W=141 um, Routed Antenna Nets=0, largest fanout on the critical path=7, filler cell count=roughly 1400, Tmin final=between 1 and 1.5 ns, vias in the first global route=2872, unrepaired setup endpoints after global routing=true, share of the synthesized area in the top cell type=0.8327, hold crit path type=in -> out, Top cells by area=mux4_2 (83%), buf_12 (7.4%), mux4_1 (6.5%), fmax=between 600 and 700 MHz, Final setup viols=between 60 and 70, Tool Warnings=35, DR iter-0 viols=between 50 and 60, # Cells Yosys=78, routability cong.=about 0.92, LEAKAGE=2.421 nW, grt total ovfl=0, most frequent cells in the layout=dlygate4sd2_1 (116), clkdlybuf4s50_1 (105), mux4_2 (64), buf_2 (60), dlymetal6s2s_1 (35), GR Util All Layers=0.1294, Die Y=~140 um, Yosys warning count=1, setup TNS=-24.30 ns, Register Area=0 sq um, post-synthesis cell area=approximately 1600 sq um, Cell Count, Final, Fillers Out=between 600 and 700, Initial Util=0.1125, most frequent logic cell in the layout=dlygate4sd2_1, vias per cell=4.113, CP top delay family=multiplexers, yosys stat area=1623 sq um, largest stage delay on the critical path=~0.55 ns, syn avg cell area=between 20 and 25 sq um, DP Area=5012 sq um, Max-slew headroom=0.8671, Synth Instances=78, met3 WL=~1700 um, Crit. End Element=output port, layout cell share with drive strength beyond 1=0.3919, CLK BUF=0, critical path required time=about 0.80 ns
## path summary, 6_finish.rpt
kind | slack [ns] | depth (start not counted) | to | startpoint
worst max-delay path | -0.45 | 5 | out[61] | sel[0]
worst min-delay path | 0.78 | 3 | out[34] | D[34]
## worst min-delay path: stages
cell,delay (ns)
dlymetal6s2s_1,0.08
mux4_2,0.22
buf_2,0.09
## cells in the mapped netlist
cell type  number
buf_2           6
mux4_1          4
buf_12          6
mux4_2         60
clkbuf_2        1
buf_6           1
## metrics by stage
| stage | hold WS [ns] | total power, mW | worst slack (ns) | util |
|---|---|---|---|---|
| after floorplan | 0.5592 | 0.5700 | -0.1337 | - |
| after detailed placement | 1.382 | 2.196 | -0.9310 | 0.3475 |
| final | 0.7817 | 1.942 | -0.4534 | 0.3522 |
| after CTS | 0.8850 | 2.035 | -0.5178 | 0.3485 |
| after global routing | 0.8103 | 2.085 | -0.4904 | 0.3518 |
| after global placement | 1.377 | 2.196 | -0.9487 | 0.3475 |
## kinds of logic (layout without fill, tap and decap cells)
group / Yosys count / after routing / share of synthesized area
buf+inv: 14 / 357 / 0.1025
other cells: 0 / 4 / 0
mux: 64 / 64 / 0.8975
## area by class of cell
type               instances  area [sq um]  area share
well taps                184         230.2     0.04532
repair buffers           357          3398      0.6690
multi-input cells         64          1441      0.2837
diodes                     4         10.01    0.001970
## metal layers
layer | global-route usage | vias to the layer above
li1 | - | 1105
met1 | 0.1447 | 1206
met2 | 0.2288 | 190
met3 | 0.06444 | 2
met4 | 0.002717 | 2
met5 | 0 | -
## what timing repair did
item,in CTS,in global routing
gates cloned,4,0
resized,365,41
endpoints found under the setup margin,64,64
buffers inserted,24,2
## power breakdown
part | total [mW] | leakage [nW] | switching [mW] | internal (mW)
Combinational | 1.94 | 2.42 | 0.481 | 1.46
Sequential | 0 | 0 | 0 | 0
Clock | 0.000000535 | 0.0000254 | 0 | 0.000000535
Total | 1.94 | 2.42 | 0.481 | 1.46
Power and IR drop assume default switching activity.
